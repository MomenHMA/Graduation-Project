[/design/flow/run.sh]
#!/bin/bash
# OpenROAD 26Q1-2900-gdf79404cd8, Yosys 0.63+post, stock flow scripts
make -C /OpenROAD-flow-scripts/flow DESIGN_CONFIG=/design/flow/config.mk WORK_HOME=/design/flow/orfs finish
[/design/flow/config.mk]
export PLATFORM = sky130hd
export DESIGN_NAME = hci
export DESIGN_NICKNAME = hci
export VERILOG_FILES = /design/flow/design.v
export SDC_FILE = /design/flow/constraint.sdc
export NUM_CORES = 4
export LEC_CHECK = 1
export CORE_UTILIZATION = 30
[/design/flow/constraint.sdc]
current_design hci

set clk_period 1.1
set clk_io_pct 0.2

create_clock -name clk0 -period $clk_period [get_ports {clk}]

set non_clock_inputs [all_inputs -no_clocks]
set_input_delay [expr $clk_period * $clk_io_pct] -clock clk0 $non_clock_inputs
set_output_delay [expr $clk_period * $clk_io_pct] -clock clk0 [all_outputs]
[/design/flow/design.v]
`default_nettype none
module hci(
  input  wire 		 clk 		 	       ,
  input  wire        reset_n   	 	       ,
  input  wire [31:0] sw_address  	       ,
  input  wire		 sw_read_en    	       ,
  input  wire		 sw_write_en   	       ,
  input  wire [31:0] sw_datain   	       ,   
  input  wire        fpu_rst_r   	       ,
  input  wire        fpu_doorbell_r        ,
  input  wire [31:0] fpu_output   	       , 
  input  wire        fpu_invalid_op_flag_0 ,
  input  wire        fpu_overflow_flag_0   ,
  input  wire        fpu_underflow_flag_0  ,
  input  wire        fpu_inexact_flag_0    ,  
  input  wire        fpu_ready             , 
  output wire [31:0] sw_dataout   	       ,
  output wire        fpu_rst_w  	       ,   
  output wire        fpu_en      	       ,
  output wire        fpu_doorbell_w        ,
  output wire [1:0 ] fpu_format   	       ,
  output wire [1:0 ] fpu_operation 	       , 
  output wire        fpu_fused_m_a         ,  
  output wire        fpu_simd     	       ,
  output wire [3:0 ] fpu_simd_no_op	       ,
  output wire [31:0] fpu_operand_a 		   ,
  output wire [31:0] fpu_operand_b 		   ,
  output wire [31:0] fpu_operand_c 		   ,
  output wire        fpu_int_en            ,
  output wire        fpu_interrupt_w       
    );
localparam FPU_COMMAND_REGISTER  = 32'h0000_0000 ,
		   OPERAND_A_0           = 32'h0000_0010 ,
		   OPERAND_B_0           = 32'h0000_0050 ,
		   OPERAND_C_0           = 32'h0000_0090 ,
	       FPU_STATUS_REGISTER_0 = 32'h0000_0110 ,
		   OUTPUT_0              = 32'h0000_0130 ;
reg [31:0] data_w			      ;
reg [31:0] data_out			      ;
reg        fpu_command_reg_w_en   ;
reg        fpu_command_reg_r_en   ;
reg [31:0] fpu_command_reg_data_r ;
reg [31:0] command_reg		      ;
reg        operand_a_w_en         ;
reg [31:0] operand_a 		      ;
reg        operand_b_w_en         ;
reg [31:0] operand_b 		      ;
reg        operand_c_w_en         ;
reg [31:0] operand_c		      ;
reg        output_r_en            ;
reg        fpu_status_reg_0_w_en  ;
reg        fpu_status_reg_0_r_en  ;
reg [31:0] fpu_status_reg_0_data  ;
reg [26:0] status_reg		      ;
reg        interrupt			  ;
reg        delayed_interrupt	  ;
always @(posedge clk or negedge reset_n)
  begin
    if (!reset_n)
	  begin
		command_reg <= 32'h0000_0000;
	  end
	else
	  begin
        if(fpu_command_reg_w_en)
		  begin
			command_reg <= data_w ;
		  end
		else
		  begin
		   command_reg[31:3] <= command_reg[31:3] ;
		   command_reg[1]    <= command_reg[1]    ;
		   if (command_reg[0])
		     begin
		       command_reg[0] <= fpu_rst_r ;
			 end
		   else
		     begin
			   command_reg[0] <= command_reg[0] ;
			 end
		   if (command_reg[2])
		     begin
		       command_reg[2] <= fpu_doorbell_r ;
			 end
		   else
		     begin
			   command_reg[2] <= command_reg[2] ;
			 end
		  end
	  end
  end
  always @(posedge clk or negedge reset_n)
  begin
    if (!reset_n)
	  begin
        operand_a <= 32'h0000_0000;
	  end
	else
	  begin
        if(operand_a_w_en)
		  begin
		    operand_a <= data_w ;
		  end
		else
		  begin
		    operand_a <= operand_a;
		  end
	  end
  end  
  always @(posedge clk or negedge reset_n)
  begin
    if (!reset_n)
	  begin
        operand_b <= 32'h0000_0000;
	  end
	else
	  begin
        if(operand_b_w_en)
		  begin
		    operand_b <= data_w ;
		  end
		else
		  begin
		    operand_b <= operand_b;
		  end
	  end
  end  
  always @(posedge clk or negedge reset_n)
  begin
    if (!reset_n)
	  begin
        operand_c <= 32'h0000_0000;
	  end
	else
	  begin
        if(operand_c_w_en)
		  begin
		    operand_c <= data_w ;
		  end
		else
		  begin
		    operand_c <= operand_c;
		  end
	  end
  end  
  always @(posedge clk or negedge reset_n)
  begin
    if (!reset_n)
	  begin
        status_reg <= 28'h000_0000;
	  end
	else
	  begin
        if(fpu_status_reg_0_w_en)
		  begin
		    status_reg <= {data_w[31:6], data_w[2]} ;
		  end
		else
		  begin
		    status_reg <= status_reg;
		  end
	  end
  end  
  always @(posedge clk or negedge reset_n)
  begin
    if (!reset_n)
	  begin
        data_out <= 32'h0000_0000;
	  end
	else
	  begin
        if(fpu_command_reg_r_en)
		  begin
		    data_out <= fpu_command_reg_data_r ;
		  end
		else if (output_r_en)
		  begin
		    data_out <= fpu_output;
		  end
		else if (fpu_status_reg_0_r_en)
		  begin
		    data_out <= fpu_status_reg_0_data;
		  end
		else
		  begin
		    data_out <= data_out;
		  end
	  end
  end  
always @(posedge clk or negedge reset_n)
  begin
    if (!reset_n)
	  begin
		interrupt  	<= 1'b0	 		;
	  end
	else	  
 	  begin
        if(fpu_ready)
		  begin
		    if (delayed_interrupt && !interrupt )
			  begin
			    interrupt <= 1'b0 ;
			  end
			else
			begin
			if (command_reg[3])
			  begin
			    if (fpu_status_reg_0_w_en)
				  begin
				    interrupt <= data_w[0];
				  end
			    else 
				  begin
				    interrupt <= 1'b1 ;
				  end
			  end
			else
			  begin
			  if (fpu_status_reg_0_r_en)
				  begin
				    interrupt <= 1'b0 ;
				  end
			    else 
				  begin
				    interrupt <= 1'b1 ;
				  end
			  end
			  end
			end
		else
		  begin
			interrupt <= 1'b0 ;
		  end
	  end 
  end 
always @(posedge clk or negedge reset_n)
  begin
    if (!reset_n)
	  begin
		delayed_interrupt  <= 1'b0;
	  end
	else
	  begin
		delayed_interrupt <= interrupt ;
	  end
  end  
  always @ (*)
  begin
    data_w 				   = 32'h0000_0000 ;
	fpu_command_reg_data_r = 32'h0000_0000 ;
	fpu_status_reg_0_data  = 32'h0000_0000 ;
	fpu_command_reg_w_en   = 1'b0   	   ;
	fpu_command_reg_r_en   = 1'b0		   ;
	operand_a_w_en         = 1'b0          ;
	operand_b_w_en         = 1'b0          ;
	operand_c_w_en         = 1'b0          ;
	output_r_en            = 1'b0          ;
	fpu_status_reg_0_w_en  = 1'b0		   ;
	fpu_status_reg_0_r_en  = 1'b0		   ;
	case (sw_address)
	  FPU_COMMAND_REGISTER  :  begin
							     if(sw_read_en && !sw_write_en)
								   begin
								     fpu_command_reg_r_en 	 = 1'b1       ;
								     fpu_command_reg_data_r  = command_reg;
								   end
								 else if(sw_write_en && !sw_read_en)
								   begin
								     fpu_command_reg_w_en = 1'b1 ;
								     data_w = sw_datain ;
								   end
							   end
	  OPERAND_A_0			:  begin
							     if(sw_write_en && !sw_read_en)
								   begin
								     operand_a_w_en = 1'b1 ;
								     data_w = sw_datain ;
								   end
							   end
	  OPERAND_B_0			:  begin
							     if(sw_write_en && !sw_read_en)
								   begin
								     operand_b_w_en = 1'b1 ;
								     data_w = sw_datain ;
								   end
							   end	  	
	  OPERAND_C_0			:  begin
							     if(sw_write_en && !sw_read_en)
								   begin
								     operand_c_w_en = 1'b1 ;
								     data_w = sw_datain ;
								   end
							   end			
	  OUTPUT_0  			:  begin
							     if(sw_read_en && !sw_write_en)
								   begin
								     output_r_en = 1'b1;
								   end
							   end		
	  FPU_STATUS_REGISTER_0 :  begin
							     if(sw_read_en && !sw_write_en)
								   begin
								     fpu_status_reg_0_r_en = 1'b1 ;
									 fpu_status_reg_0_data = {status_reg[26:1],fpu_inexact_flag_0, fpu_underflow_flag_0, fpu_overflow_flag_0,  status_reg[0], fpu_invalid_op_flag_0, fpu_ready};
								   end
								 else if(sw_write_en && !sw_read_en)
								   begin
								     fpu_status_reg_0_w_en = 1'b1 ;
								     data_w = sw_datain ;
								   end
							   end							   
    endcase
  end
assign fpu_operand_a   = operand_a          			   											    		      ;  
assign fpu_operand_b   = operand_b	        			  											    		      ;
assign fpu_operand_c   = operand_c 		    			   											    		      ;
assign fpu_rst_w	   = command_reg[0]     			   											    		      ;
assign fpu_en 		   = command_reg[1]     															    		  ;	
assign fpu_doorbell_w  = command_reg[2] & command_reg[1] & (!command_reg[17] | ( command_reg[17] & command_reg[0]))   ;
assign fpu_int_en      = command_reg[3]     			   											    		      ;
assign fpu_format 	   = command_reg[6:5]   			   											    		      ;
assign fpu_operation   = command_reg[12:11]				   											    		      ;
assign fpu_fused_m_a   = command_reg[11] & command_reg[12] 											    		      ;
assign fpu_simd	       = command_reg[17]    			   											    		      ;
assign fpu_simd_no_op  = command_reg[21:18] 			   											    		      ;
assign fpu_interrupt_w = interrupt   	 				   											    		      ;
assign sw_dataout      = data_out						   											    		      ;
endmodule
`resetall
==> flow_metrics.py <==
# Metrics from the implementation run
metrics = {
    "run_status": {
        "status": "finished with violations",
        "violations": "negative setup slack",
    },
    "synth": {
        "ys_chip_area_um2": 8200,
        "syn_avg_cell_area_um2": 15.6,
        "async_reset_ff_frac": 1.00,
        "syn_inst": 525,
        "yosysTopAreaCellShare": 0.577,
        "ys_seq_frac": 0.577,
        "synthFlopType": "dfrtp_1",
        "netlist_area_um2": 8200,
        "edf_count": 0,
        "ys_cells": 525,
        "synth-warning-count": 1,
        "ys_top_cells_by_area": "dfrtp_1 (58%), mux2_2 (16%), mux2_4 (11%)",
        "numSynthFlops": 189,
        "ys_types": 34,
        "synth.largest_area_cell": "dfrtp_1",
    },
    "die": {
        "ios": 250,
        "dieArea_um2": 28000,
        "core_um2": 26900,
        "die_y_um": 167,
        "fp-utilization": 0.305,
        "die-width_um": 167,
        "rows": 60,
    },
    "detailed_routing": {
        "drtAntennaViolNets": 0,
        "vias": 6122,
        "drt-initial-drc-count": 271,
        "dr.pass1.iters": 4,
        "via_per_inst": 4.65,
        "drc": 0,
        "wl_um": 26900,
        "post_drt_wl_per_cell_um": 20.5,
    },
    "final_timing": {
        "timing.final.ws_setup_ns": -0.652,
        "fin_crit_sh": 1.59,
        "hold_viol_final": 0,
        "worstMarginPinSlew_ns": 0.749,
        "final.setup_skew_ns": 0.00952,
        "fmax_mhz": 571,
        "rsz0062_at_grt": "yes",
        "slew_headroom": 0.500,
        "drv_slew": 0,
        "period_needed_ns": 1.75,
        "setup_violations": 331,
        "hold_slack_ns": 0.197,
    },
    "global_routing": {
        "antenna_found_initial": 1,
        "grt_usage": 0.200,
        "grt_pass1_wl_um": 40900,
        "top_usage_layer": "met1",
        "first_global_vias": 6438,
        "use_met2": 0.298,
        "grt_start_max_net_pins": 55,
        "grt.overflow.total": 0,
        "gr-usage-met3": 0.0510,
        "grt_use_met1": 0.310,
    },
    "setup_path": {
        "r2r_cells": 4,
        "crit_top_cell": "nor4_4",
        "worstPathCellList": "clkdlybuf4s15_2 -> nor4_4 -> nand4b_4 -> or2_4 -> nor4_4 -> buf_6 -> buf_12 -> buf_16 -> mux2_4",
        "timing.rr.end": "interrupt",
        "cp-start-kind": "primary input",
        "rr_startpoint": "command_reg[3]",
        "rrSetupSlack_ns": -0.24,
        "crit_fanout": 8,
        "crit_family": "simple AND/OR/NAND/NOR gates",
        "cpPeakStageDelay_ns": 0.33,
        "end_kind": "register",
        "required_ns": 1.41,
        "crit_slowest_cell": "or2_4",
        "worstPathArrival_ns": 2.07,
        "crit_buf_inv": 4,
        "worstSetupPathType": "in -> reg",
    },
    "power_and_ir_drop": {
        "p_per_area_nw_per_um2": 1040,
        "p_total_mw": 14.1,
        "ir_drop_v": 0.000822,
        "p_leak_nw": 6.81,
    },
    "clock_network": {
        "cts_tree": "done",
        "cts_sinks": 189,
        "worstSkewPairLatency_ns": 0.43,
        "clock_path_buffers": 2,
        "clk_pin_slew_ns": 0.08,
        "htree_num_levels": 4,
        "root_buffer": "clkbuf_16",
        "cts-buffers-inserted": 17,
    },
    "worst_hold_path": {
        "hold_path.class": "in -> async",
    },
    "flow_run": {
        "drv_cap": 0,
        "warning_count": 28,
    },
    "finish": {
        "syn2layout_area_growth_pct": 65.5,
        "drive_above_1_share": 0.664,
    },
    "place": {
        "gp_congestion": 0.797,
        "port_buffers": 249,
        "dpl.hpwl_um": 15900,
    },
}
kinds of logic (layout without fill, tap and decap cells):
group,Yosys count,after routing,share of synthesized area
AND-OR/OR-AND,73,73,0.0705
AND/OR/NAND/NOR,36,36,0.0363
flip-flops,189,189,0.577
multiplexers,185,185,0.282
buffers and inverters,42,491,0.0344
other,0,1,0
per-stage QoR:
stage | std cells | worst slack, ns | setup TNS (ns) | utilization | area [um2]
after floorplan | 525 | -0.952 | -158.59 | - | 8530
after global placement | 1131 | -1.66 | -287.04 | 0.438 | 11800
after detailed placement | 1131 | -1.71 | -292.36 | 0.438 | 11800
after CTS | 1286 | -0.643 | -116.65 | 0.489 | 13100
after global routing | 1315 | -0.714 | -129.26 | 0.505 | 13600
final | 1316 | -0.652 | -112.63 | 0.505 | 13600
cell type report:
class                           count  area (um2)
Tap cell                          341         427
Fill cell                        2274       13300
Clock inverter                     14         154
Inverter                            2        7.51
Antenna cell                        1        2.50
Sequential cell                   189        4730
Clock buffer                       18         429
Multi-Input combinational cell    294        3890
Timing Repair Buffer              457        3920
per-layer routing:
metal / vias up / share of wire / wire (um)
li1: 2815 / - / -
met1: 3100 / 0.46 / 12500
met2: 189 / 0.46 / 12300
met3: 18 / 0.064 / 1730
met4: 0 / 0.017 / 447
met5: - / 0 / 0
power by group:
group,internal [mW],leakage (nW),switching [mW]
combinational,0.513,3.88,0.434
sequential,6.95,2.64,0.00183
clock,3.06,0.286,3.14
total,10.5,6.81,3.57
worst max-delay path by stage:
stage | from | to | slack, ns | cells after the start
4_1_cts | sw_address[18] | data_out[15] | -0.64 | 8
6_report | sw_address[1] | operand_a[28] | -0.65 | 9
5_1_grt | sw_address[18] | operand_a[6] | -0.71 | 9
placed cells by master (no fill, tap or decap), drive strengths merged, types with 10 or more instances in the layout:
master,count
buf,364
clkdlybuf4s50,76
clkbuf,24
inv,10
o2bb2ai,32
dfrtp,189
a22oi,32
mux2,185
nor4,10
Yosys cell counts (2+ instances only):
master	n
o21ai_0	3
a22oi_1	32
inv_1	2
nor4_4	5
clkbuf_1	17
nor4_1	4
nor3_1	2
nor2_1	4
mux2_1	12
nand2b_1	4
buf_2	3
buf_4	8
nand2_1	6
o2bb2ai_1	32
dfrtp_1	189
nand3_1	2
mux2_2	113
buf_6	12
mux2_4	60
worst min-delay path: cells and delay by family:
family,cells,cell delay [ns]
buf+inv,4,0.92
repair_timing:
action,CTS,global route
setup buffers,106,36
hold endpoints to repair,140,0
gates resized,653,62
endpoints found under the setup margin,331,347
pin swaps,14,9
gates cloned,11,2
hold buffers,2,0
Power and IR drop assume default switching activity.
