==> design/flow/design.v <==
`default_nettype none
module two_input_register(
  input  wire 		 clk 		 	   ,
  input  wire        reset_n   	 	   ,
  input  wire        fpu_rst_w   	   ,
  input  wire        fpu_doorbell_w	   ,
  input  wire        simd_doorbell     ,
  input  wire        enable			   ,  
  input  wire [31:0] fpu_operand_a 	   ,
  input  wire [31:0] fpu_operand_b 	   ,
  output wire [31:0] operand1		   ,
  output wire [31:0] operand2 		   ,
  output reg 		 fpu_doorbell_r_i  
    );
reg [31:0] operand_a 		      ;
reg [31:0] operand_b 		      ;
always @(posedge clk or negedge reset_n)
  begin
    if (!reset_n)
	  begin
		operand_a 	 	 <= 32'h0000_0000;
		operand_b 	     <= 32'h0000_0000;
		fpu_doorbell_r_i <= 1'b0         ;
	  end
	else
	  begin
        if(fpu_rst_w && fpu_doorbell_w)
		  begin
			operand_a 	 	 <= 32'h0000_0000;
			operand_b 		 <= 32'h0000_0000;
			fpu_doorbell_r_i <= 1'b1         ;
		  end
		else
		  begin
		   if ((fpu_doorbell_w || simd_doorbell) && enable)
		     begin
			   operand_a	    <= fpu_operand_a ;
			   operand_b 		<= fpu_operand_b ;
			   fpu_doorbell_r_i <= 1'b1   	 	 ;
			 end
		   else
		     begin
			   operand_a   	    <= operand_a ;
			   operand_b   	    <= operand_b ;
			   fpu_doorbell_r_i <= 1'b0      ;  
			 end
		  end
	  end
  end
assign operand1 = operand_a ;
assign operand2 = operand_b ;
endmodule
`resetall
==> design/flow/run.sh <==
#!/bin/bash
# OpenROAD 26Q1-2900-gdf79404cd8, Yosys 0.63+post, stock flow scripts
make -C /OpenROAD-flow-scripts/flow DESIGN_CONFIG=/design/flow/config.mk WORK_HOME=/design/flow/orfs finish
==> design/flow/config.mk <==
export PLATFORM = sky130hd
export DESIGN_NAME = two_input_register
export DESIGN_NICKNAME = two_input_register
export VERILOG_FILES = /design/flow/design.v
export SDC_FILE = /design/flow/constraint.sdc
export NUM_CORES = 4
export LEC_CHECK = 1
export CORE_UTILIZATION = 30
==> design/flow/constraint.sdc <==
current_design two_input_register

set clk_period 1.0
set clk_io_pct 0.2

create_clock -name clk0 -period $clk_period [get_ports {clk}]

set non_clock_inputs [all_inputs -no_clocks]
set_input_delay [expr $clk_period * $clk_io_pct] -clock clk0 $non_clock_inputs
set_output_delay [expr $clk_period * $clk_io_pct] -clock clk0 [all_outputs]
==> reports/qor.txt <==
Outcome = finished with violations
Failing checks = negative hold slack, negative setup slack
Top cell type's share of synthesized area = 0.489
Most common cell in the synthesized netlist = dfrtp_1
Gp weighted congestion = 0.725
Final Hold Slack = -0.150 ns
Post-synth EDFFs = 0
Layout cells sized above 1 = 0.307
Leak = 0.00220 uW
Final period utilization = 1.06
Vias = 3061
Internal power = 4990 uW
DRC viols = 0
Row Count = 38
Synthesis area per yosys = 0.00332 sq mm
Worst Path Required = 0.80 ns
Unrepaired setup endpoints after global routing = yes
Final instance area = 0.00501 sq mm
Worst-path cell chain = buf_2
Peak Freq = 944 MHz
Least-Margin Pin Slew = 0.379 ns
Hpwl dp = 5.81 mm
Buf/Inv on CP = 1
Area after DPL = 0.00492 sq mm
CTS root buf = clkbuf_8
Yosys cell count = 299
Hold WC Path Type = in2async
CTS clk-pin slew, worst paths = 0.08 ns
Slew HR = 0.748
Crit path launch type = register
Chip Width = 107 um
Non-Filler Instances = 615
Post-synthesis average cell area = 11.1 sq um
Peak supply drop = 0.000523 V
Pin count of the biggest net entering global routing = 66
Max-slew violations = 0
Wirelength per Cell = 15.6 um
Sw frac = 0.266
Synth cell types = 13
Vias in the first global route = 2896
Combinational fraction of design power = 0.249
Crit path DAT = 0.86 ns
Vias per inst = 4.98
Clk pwr share = 0.295
Register-to-Register Path Depth = 3
Seq/Total Area, Yosys = 0.489
Drt first pass iters = 4
Antenna Nets Post-Route = 0
Reg-to-reg endpoint = operand_a[15]
Top cells by count = dfrtp_1, nor2b_1, o21ai_0
CP delay by family, top = flip-flops
Dominant flop cell = dfrtp_1
Clk buf depth = 2
Layout fillers = 1016
Antenna violations before repair = 0
DR iter-0 viols = 146
Overall global routing resource usage = 0.171
Worst-Skew Late Latency = 0.33 ns
H-tree depth = 3
Pre-Place Util = 0.307
Setup slack, reg-to-reg = 0.05 ns
Cell Pwr Density = 1360 mW/mm^2
First-pass GRT wire length = 15.2 mm
Switching pwr = 1810 uW
Setup violators final = 64
Ys flops = 65
Post-synth ARST share = 1.00
Die H = 107 um
Fin. Hold Viols = 65
CTS Sinks = 65
Setup TNS = -2.06 ns
CP endpoint kind = primary output
Worst Setup Path Type = reg2out
Yosys warns = 1
CP max FO = 2
Layout area overhead = 50.6%
Final Core Density = 0.462
Worst setup margin = -0.0589 ns
WL final = 9.58 mm
Part of the power in registers = 0.456
Largest stage delay, worst path = 0.40 ns
CTS tree = done
Crit-path slowest cell = dfrtp_1
Overflow after GRT = 0
Cells after synthesis = 299
Cell taking the most area after synthesis = dfrtp_1
Post-synth design cell area = 0.00332 sq mm
Max-cap violation count = 0
Clock skew = 0 ns
Core ar. = 0.0108 sq mm
Post-layout minimum cycle time = 1.06 ns
Log Warnings = 29
Port Buf Inserts = 134
Placed insts = 567
I/O Pins = 135
CTS Buf Count = 9
Antenna fix cells = 0
Top cells by area, synth = dfrtp_1, o221a_1, nor2b_1
Die area = 0.0115 sq mm
Worst R2R Start = operand_a[15]
registers in the layout, summed over array words and instances, names as in the netlist:
| name | cells |
|---|---|
| operand_a | 32 |
| operand_b | 32 |
| fpu_doorbell_r_i | 1 |
cell families (layout without fill, tap and decap cells):
logic type	after synthesis	after routing	synth area share
AOI/OAI and AO/OA	130	130	0.315
and+or+nand+nor	70	70	0.128
DFF	65	65	0.489
buffers and inverters	34	210	0.0674
cell type report:
| type | instances | area [sq um] | share of cell area |
|---|---|---|---|
| multi-input combinational | 200 | 1480 | 0.295 |
| sequential | 65 | 1630 | 0.325 |
| timing repair buffer | 194 | 1560 | 0.311 |
| tap | 140 | 175 | 0.0350 |
| clock buffer | 11 | 141 | 0.0282 |
| clock inverter | 5 | 31.3 | 0.00625 |
per-layer routing:
metal,part of all wire,up-vias,global-route usage
li1,-,1467,-
met1,0.49,1465,0.282
met2,0.42,115,0.236
met3,0.074,14,0.0401
met4,0.015,0,0.0254
met5,0,-,0
worst max-delay path by stage:
stage / startpoint / to / slack [ns] / cells after the start
CTS: operand_b[30] / operand2[30] / -0.08 / 1
global route: operand_b[30] / operand2[30] / -0.1 / 1
finish: operand_b[30] / operand2[30] / -0.06 / 1
worst register-to-register path, delay by kind of cell (launching register included):
family          cells  cell delay, ns
buf+inv             2            0.25
compound gates      1            0.19
flops               1            0.40
cells in the final DEF, fill, tap and decap left out:
cell and count:
clkinv_4 1, nand2_1 5, buf_12 9, clkbuf_1 1
nor2b_1 64, clkbuf_8 10, clkinv_2 3, o21ai_0 62
clkdlybuf4s50_1 64, buf_4 51, o221a_1 60, dfrtp_1 65
clkinvlp_4 1, o211a_1 4, nand2_2 1, o21a_2 1
buf_2 69, o21ai_1 3, dlygate4sd2_1 1
power groups by stage:
stage	Combinational (uW)	Sequential, uW	Clock, uW
after CTS	1660	3100	2090
after global routing	1870	3130	2190
final	1690	3100	2010
what timing repair did:
action	4_1_cts	5_1_grt
pin swaps	1	0
hold endpoints to repair	65	65
setup endpoints to repair	129	65
resized	198	0
setup buffers	24	8
stage by stage:
step                      power, uW  hold WS (ns)  setup WS (ns)
after floorplan                3680       -0.0956         0.0135
after global placement         4920         0.250         -0.454
after detailed placement       4930         0.251         -0.483
after CTS                      6850        -0.125        -0.0823
after global routing           7180        -0.147        -0.0998
final                          6800        -0.150        -0.0589
No activity file was given, so power comes from the tool's default toggle rates.
