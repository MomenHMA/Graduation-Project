**flow/design.v**
```verilog
`default_nettype none
module output_register(
  input  wire 		 clk 		 	   ,
  input  wire        reset_n   	 	   ,
  input  wire [31:0] result     	   ,
  input  wire [3:0]  flags      	   ,
  input  wire 		 fpu_doorbell_r_i  ,
  input  wire        fpu_interrupt_w   ,
  input  wire        fpu_int_en        ,  
  output wire        fpu_ready		   ,  
  output wire [31:0] fpu_output   	   , 
  output wire [3:0]  fpu_output_flags    
    );
reg [31:0] output_reg    ;
reg [3:0] flags_reg      ;
reg 	   ready         ;
reg 	   delayed_ready ;
always @(posedge clk or negedge reset_n)
  begin
    if (!reset_n)
	  begin
		output_reg 	 	 <= 32'h0000_0000;
		flags_reg 	     <= 4'b0000	 	 ;
		ready		 	 <= 1'b0         ;	
	  end
	else
	  begin
        if(fpu_doorbell_r_i)
		  begin
			output_reg 	 	 <= result	 	     ;
			flags_reg 	     <= flags	 	  	 ;
			ready	 		 <= 1'b1 	         ;
		  end
		  else
		    begin
			  output_reg	    <= output_reg ;
			  flags_reg 		<= flags_reg  ;
			  if (ready && delayed_ready && fpu_int_en)
			    begin
			      ready <= fpu_interrupt_w ;
			    end
			  else
			    begin
				  if (ready && delayed_ready && !fpu_int_en)
				    begin
					  ready <= fpu_interrupt_w ;
					end
				  else
				    begin
					  ready <= ready;
					end
				end 
			end
	  end
  end
always @(posedge clk or negedge reset_n)
  begin
    if (!reset_n)
	  begin
		delayed_ready 	 	 <= 1'b0;
	  end
	else
	  begin
		delayed_ready <= ready ;
	  end
  end
assign fpu_output 	    = output_reg ;
assign fpu_output_flags = flags_reg  ;
assign fpu_ready        = ready	  	 ;
endmodule
`resetall
```
**flow/run.sh**
```bash
#!/bin/bash
# OpenROAD 26Q1-2900-gdf79404cd8, Yosys 0.63+post, stock flow scripts
make -C /OpenROAD-flow-scripts/flow DESIGN_CONFIG=/design/flow/config.mk WORK_HOME=/design/flow/orfs finish
```
**flow/config.mk**
```make
export PLATFORM = sky130hd
export DESIGN_NAME = output_register
export DESIGN_NICKNAME = output_register
export VERILOG_FILES = /design/flow/design.v
export SDC_FILE = /design/flow/constraint.sdc
export NUM_CORES = 4
export LEC_CHECK = 1
export CORE_AREA = 10 10 101 101
export DIE_AREA = 0 0 111 111
```
**flow/constraint.sdc**
```tcl
current_design output_register

set clk_period 1.1
set clk_io_pct 0.2

create_clock -name clk0 -period $clk_period [get_ports {clk}]

set non_clock_inputs [all_inputs -no_clocks]
set_input_delay [expr $clk_period * $clk_io_pct] -clock clk0 $non_clock_inputs
set_output_delay [expr $clk_period * $clk_io_pct] -clock clk0 [all_outputs]
```
==> results_dict.tcl <==
# flow metrics
set metrics [dict create \
    firstDrtPassIters 3 \
    fin_skew_ns 0.0001434 \
    tightest_slew_ns 0.2139 \
    vias_per_cell 3.525 \
    antenna_found_initial 0 \
    fmax_ghz 0.9393 \
    synth_warnings 1 \
    final-comb-area_um2 528.0 \
    p_int_mw 2.647 \
    fp-row-count 33 \
    synth_area_um2 1550 \
    p_sw_share_pct 21.29 \
    hold_path.class "input port to async pin" \
    combPwrFrac_pct 18.9 \
    crit_required_ns 0.88 \
    syn_avg_cell_area_um2 19.38 \
    maxSlewHeadroom_pct 85.74 \
    drv_cap 0 \
    r2r_cells 3 \
    cts_tree "done" \
    critical_path.cell_chain "clkdlybuf4s15_1" \
    drtAntennaViolNets 0 \
    cts_sinks 38 \
    crit_buf_inv 1 \
    max_stage_delay_ns 0.38 \
    drcViolationCount 0 \
    whs_ns -0.1072 \
    hold_viol_final 38 \
    r2r-start "output_reg[2]" \
    yosys_area_um2 1550 \
    fin_crit_ns 1.065 \
    path_max_fanout 2 \
    r2r_slack_ns 0.11 \
    r2r-end "output_reg[2]" \
    num-fill-cells 801 \
    area_delta_synth_final_pct 61.66 \
    critPathCaptureType "output pin" \
    p_seq_share_pct 47.6 \
    synth_stat.cells 80 \
    cp-start-kind "register" \
    clk_pin_slew_ns 0.07 \
    numCtsBuffers 5 \
    num_antenna_cells 0 \
    p_per_area_nw_per_um2 1342 \
    ys_types 7 \
    cts_buffer_depth 2 \
    die-height_um 111 \
    overflow 0 \
    cts-root-buf "clkbuf_8" \
    stdcell_area_um2 2506 \
    die_w_um 111 \
    crit_arrival_ns 0.84 \
    place.gp.congestion 0.7069 \
    first_iter_violations 30 \
    grt_max_degree 39 \
    placed_cells_incl_taps 262 \
    setup_viol 0 \
    status "complete, but fails checks" \
    p_sw_uw 715.9 \
    placed_area_um2 2436 \
    peakVddDrop_v 0.0003741 \
    vias 994 \
    post-route-util_pct 30.81 \
    synth_flops 38 \
    grt.total_usage_pct 6.148 \
    core_region_area_um2 8134 \
    drt-total-wl_um 3847 \
    ys_seq_share_pct 61.34 \
    crit_family "flip-flops" \
    synthCells 80 \
    crit_type "register to output pin" \
    layout-drive-gt1-share_pct 50.28 \
    io_buffers 76 \
    htreeDepth 2 \
    dieArea_um2 12320 \
    slew_violations 0 \
    p_clk_share_pct 33.5 \
    total_power_mw 3.363 \
    fp-utilization_pct 19.06 \
    tool_warnings 28 \
    violations "negative hold slack" \
    grt_pass1_wl_um 6313 \
    p_leak_nw 1.178 \
    grt_pass1_vias 1094 \
    finalCritPeriodShare_pct 96.78 \
    fin_cells 282 \
    seq_area_um2 950.9 \
    largest_reg_flops 32 \
    wl_per_cell_um 13.64 \
    io_pins 78 \
    dpl.hpwl_um 2886 \
    insertion_delay_ns 0.28 \
    slowest_stage "dfrtp_1" \
]
Yosys cell counts, drive strengths merged:
| cell type | instances | share of area [%] |
|---|---|---|
| dfrtp | 38 | 61 |
| mux2 | 36 | 33 |
| buf | 4 | 4.6 |
| a21o | 1 | 0.48 |
| nand2b | 1 | 0.40 |
power groups by stage:
stage	clock network (mW)	logic, mW	registers (mW)
CTS	1.19	0.675	1.60
global route	1.22	0.695	1.62
finish	1.13	0.635	1.60
worst max path at each step:
| stage | slack (ns) | end | depth (start not counted) | from |
|---|---|---|---|---|
| after CTS | 0.0001 | fpu_output[11] | 1 | output_reg[11] |
| after global routing | -0.005 | fpu_output_flags[2] | 1 | flags_reg[2] |
| final | 0.04 | fpu_output_flags[2] | 1 | flags_reg[2] |
stage by stage:
step | setup TNS (ns) | worst slack (ns)
after CTS | 0 | 0.0001007
after floorplan | 0 | 0.1832
final | 0 | 0.03540
after detailed placement | 0 | 0.02056
after global routing | -0.004798 | -0.004798
after global placement | 0 | 0.01305
layout make-up:
class | instances | area share [%]
Timing Repair Buffer | 93 | 31.35
Tap cell | 105 | 5.242
Sequential cell | 38 | 37.94
Clock buffer | 8 | 4.393
Multi-Input combinational cell | 38 | 21.07
cell families after synthesis:
logic type | after synthesis | synth area share [%]
flip-flops | 38 | 61.34
multiplexers | 36 | 33.17
buffers and inverters | 4 | 4.601
AND-OR/OR-AND | 1 | 0.4844
AND/OR/NAND/NOR | 1 | 0.4038
cell usage in the layout (no fill, tap or decap), drive strengths merged:
cell type       n
dfrtp          38
mux2           36
clkdlybuf4s15  11
clkdlybuf4s50  37
a21o            1
buf            21
nand2b          1
clkbuf         32
what timing repair did:
item	in CTS	in global routing
setup endpoints to repair	37	26
gates cloned	0	0
pin swaps	0	0
endpoints found under the hold margin	38	38
setup buffers	7	5
gates resized	76	24
routing by layer:
metal  share of wire [%]  GRT usage (%)  vias up
met5                   0              0        -
met1                  45          8.878      479
met3                 5.9          1.697        4
li1                    -              -      471
met4                 1.3          1.042        0
met2                  48          9.119       40
Power and IR drop assume default switching activity.
